[/design/flow/design.v]
module regfile(
  input clock,
  input reset,
  input RegWrite,             
  input [4:0] ReadAddr1,      
  input [4:0] ReadAddr2,      
  input [4:0] WriteAddr,      
  input [31:0] WriteData,     
  output [31:0] ReadData1,    
  output [31:0] ReadData2     
);
  reg [31:0] registers [0:31];   
  assign ReadData1 = (ReadAddr1 == 0) ? 32'b0 : registers[ReadAddr1];
  assign ReadData2 = (ReadAddr2 == 0) ? 32'b0 : registers[ReadAddr2];
  always @(posedge clock or posedge reset) begin
    if (reset) begin
      for (integer i = 0; i < 32; i++)
        registers[i] <= 0;                 
    end
    else if (RegWrite && WriteAddr != 0) begin
      registers[WriteAddr] <= WriteData;   
    end
  end
endmodule
[/design/flow/constraint.sdc]
current_design regfile

set clk_period 6.5
set clk_io_pct 0.2

create_clock -name clk0 -period $clk_period [get_ports {clock}]

set non_clock_inputs [all_inputs -no_clocks]
set_input_delay [expr $clk_period * $clk_io_pct] -clock clk0 $non_clock_inputs
set_output_delay [expr $clk_period * $clk_io_pct] -clock clk0 [all_outputs]
[/design/flow/run.sh]
#!/bin/bash
# OpenROAD 26Q1-2900-gdf79404cd8, Yosys 0.63+post, stock flow scripts
make -C /OpenROAD-flow-scripts/flow DESIGN_CONFIG=/design/flow/config.mk WORK_HOME=/design/flow/orfs finish
[/design/flow/config.mk]
export PLATFORM = sky130hd
export DESIGN_NAME = regfile
export DESIGN_NICKNAME = regfile
export VERILOG_FILES = /design/flow/design.v
export SDC_FILE = /design/flow/constraint.sdc
export NUM_CORES = 4
export LEC_CHECK = 1
export CORE_UTILIZATION = 40
==> flow_metrics.py <==
# Flow results
metrics = {
    "placed_design": {
        "gp_routability_congestion": 1.082,
        "portBuffers": 113,
        "dp_hpwl_mm": 180.9,
    },
    "synth": {
        "yosys.area.top_type": "dfrtp_1",
        "yosysTopAreaCellShare_pct": 48.02,
        "synthTopCellsByCount": "mux2_2, dfrtp_1, nand3_1",
        "syn_inst": 4649,
        "ys_seq_share_pct": 48.02,
        "synthFlopType": "dfrtp_1",
        "ys_types": 73,
        "yosysCellCount": 4649,
        "synth-seq-cells": 992,
        "ys_area_sq_um": 51700,
        "async_reset_ff_share_pct": 100.0,
        "edf_count": 0,
        "netlist_top_cells_area": "dfrtp_1, mux2_2, nand3_1",
        "yosysWarnings": 2,
        "avgSynthCellArea_sq_um": 11.12,
        "synth_area_sq_um": 51700,
        "synth_top_cell_by_count": "mux2_2",
    },
    "setup_path": {
        "max_stage_delay_ns": 0.75,
        "cp_cell_sequence": "buf_2, buf_4, nand3b_1, nor2_4, buf_4, a222oi_1, and3_1, a31oi_1, buf_4, clkdlybuf4s50_1",
        "cp_common_cell": "buf_4",
        "cpMaxStageDelayCell": "nor2_4",
        "path_class": "input port to output pin",
        "startpoint_type": "input port",
        "cp_max_fo": 18,
        "critical_path.endpoint_type": "output pin",
        "cp.required_ns": 5.20,
        "critPathArrivalTime_ns": 5.02,
    },
    "cells_and_area": {
        "drive_gt1_share_pct": 34.52,
        "top_regs": "registers x992",
        "regMostFlops": "registers",
        "final_core_util_pct": 47.38,
        "area_growth_pct": 17.18,
        "largest_reg_flops": 992,
    },
    "global_route": {
        "antenna_found_initial": 34,
        "grt_pass1_wl_mm": 390.5,
        "grt_pass1_vias": 46660,
        "grt_start_max_net_pins": 127,
        "grtUsageTotal_pct": 45.48,
        "grt_overflow": 0,
    },
    "job": {
        "warning_count": 42,
        "drv_cap": 0,
    },
    "sta": {
        "hold_violations": 0,
        "rsz0062_at_grt": "false",
        "finClkSkew_ns": 0,
        "tightest_slew_ns": 1.078,
        "min_period_ns": 6.321,
        "finalSetupViolations": 0,
        "finalClockPeriodUsage_pct": 97.25,
        "fmax_mhz": 158.2,
        "max_slew_margin_pct": 27.91,
        "slew_viol_final": 0,
    },
    "clock_network": {
        "clockBufferDepth": 3,
        "cts_sinks": 992,
        "numCtsBuffers": 109,
        "cts_resized": 0,
        "cts_setup_buffers": 0,
        "htree_num_levels": 3,
        "clk_pin_slew_ns": 0.07,
        "cts_tree": "yes",
        "clock.latency.late_pin_ns": 0.75,
        "cts.hold.buffers_added": 0,
        "cts_root_buf": "clkbuf_16",
    },
    "power": {
        "total_power_mw": 18.46,
        "peakVddDrop_mv": 0.2182,
        "power_density_nw_per_um2": 304.7,
        "leakage_nw": 26.19,
    },
    "detailed_routing": {
        "avgRoutedWirePerCell_um": 44.21,
        "antenna_left": 0,
        "drt-initial-drc-count": 6144,
        "route.detailed.drc": 0,
        "via_per_inst": 7.369,
        "drt_first_pass_iters": 10,
        "vias": 47960,
        "drt-total-wl_mm": 287.7,
    },
    "floorplanning": {
        "chipWidth_um": 361.5,
        "core.rowCount": 131,
        "die_h_um": 361.5,
        "fp_util_pct": 40.44,
        "ioPinCount": 114,
        "die-area_sq_um": 130700,
        "core_sq_um": 127800,
    },
    "run_status": {
        "status": "finished clean",
    },
    "worst_hold_path": {
        "hold_class": "register to register",
    },
}
-- worst max-delay path, delay by kind of cell --
kind	cells	cell delay, ns
AOI/OAI and AO/OA	2	0.66
and+or+nand+nor	3	1.40
buffers and inverters	5	1.63
-- final cells by class --
type,count,area (sq um)
sequential,992,24820
clock buffer,139,2960
tap,1662,2079
timing repair buffer,469,4277
antenna,28,70.07
multi-input combinational,3133,25180
fill,11540,67270
inverter,20,78.83
clock inverter,65,1109
-- per-stage QoR --
step | setup WS [ns] | instance area, sq um | std cells | hold slack [ns] | setup TNS [ns]
after floorplan | -8.466 | 51700 | 4649 | 0.4761 | -8398.60
after global placement | 0.4541 | 56440 | 6276 | 0.4982 | 0
after detailed placement | 0.4964 | 56440 | 6276 | 0.4937 | 0
after CTS | 0.4746 | 60510 | 6480 | 0.5156 | 0
after global routing | 0.3375 | 60510 | 6480 | 0.5320 | 0
final | 0.1788 | 60580 | 6508 | 0.5221 | 0
-- logic make-up (layout without fill, tap and decap cells) --
kind of cell    count (synthesis)  in the layout  share of synthesized area, %
compound gates                749            749                         11.00
buf+inv                       524            693                         4.180
flops                         992            992                         48.02
mux                          1000           1000                         21.77
other cells                     0             28                             0
simple gates                 1384           1384                         15.03
-- routing by layer --
metal	GRT usage, %	part of all wire (%)
met2	59.04	40
met1	56.66	35
met3	28.62	17
met4	28.70	8.6
met5	0.7769	0.15
-- cell usage in the layout, fill, tap and decap left out, types with 9 or more instances in the layout --
master and count:
clkinv_2 19, o31a_1 20, a221oi_1 9, nand2b_1 10
buf_4 317, nand2_1 72, and4_1 49, nor3_1 19
a22oi_1 356, mux2_2 993, o2111ai_1 15, o21ai_0 18
inv_1 18, buf_12 41, dfrtp_1 992, nor4_1 38
a222oi_1 33, clkinvlp_4 10, a22o_1 45, diode_2 28
nand3_1 596, nand2_2 14, clkbuf_1 18, clkbuf_16 109
nand4_1 184, nor2_2 29, bufinv_16 25, nor2_1 23
nor2_4 22, and3_1 229, clkdlybuf4s50_1 104, a21oi_1 77
clkbuf_8 12, and2_1 15, a31oi_1 56, a2111oi_0 67
-- where the power goes --
part	internal, mW	leakage [nW]	switching, mW
Clock	4.24	1.96	2.89
Combinational	1.37	11.5	1.37
Sequential	7.37	12.7	1.22
-- path summary, 6_finish.rpt --
kind                       cells after the start         startpoint           endpoint  slack, ns
hold reg to reg                                1  registers[28][23]  registers[28][23]       0.52
setup / recovery                              10       ReadAddr2[2]       ReadData2[5]       0.18
max in group asynchronous                      4              reset  registers[25][20]       4.01
hold / removal                                 1  registers[28][23]  registers[28][23]       0.52
min in group asynchronous                      3              reset  registers[15][17]       1.15
setup reg to reg                               1   registers[4][21]   registers[4][21]       5.61
No activity file was given, so power comes from the tool's default toggle rates.
