==> design.v <==
module PC(
  input clock,           
  input reset,           
  input [31:0] nextPC,   
  output reg [31:0] PC   
);
  always @(posedge clock or posedge reset) begin
    if (reset)  PC <= 32'h00000000;       
    else        PC <= nextPC;             
  end
endmodule
==> run.sh <==
#!/bin/bash
# OpenROAD 26Q1-2900-gdf79404cd8, Yosys 0.63+post, stock flow scripts
make -C /OpenROAD-flow-scripts/flow DESIGN_CONFIG=/design/flow/config.mk WORK_HOME=/design/flow/orfs finish
==> config.mk <==
export PLATFORM = sky130hd
export DESIGN_NAME = PC
export DESIGN_NICKNAME = PC
export VERILOG_FILES = /design/flow/design.v
export SDC_FILE = /design/flow/constraint.sdc
export NUM_CORES = 4
export LEC_CHECK = 1
export CORE_AREA = 10 10 94 94
export DIE_AREA = 0 0 104 104
==> constraint.sdc <==
current_design PC

set clk_period 1.0
set clk_io_pct 0.2

create_clock -name clk0 -period $clk_period [get_ports {clock}]

set non_clock_inputs [all_inputs -no_clocks]
set_input_delay [expr $clk_period * $clk_io_pct] -clock clk0 $non_clock_inputs
set_output_delay [expr $clk_period * $clk_io_pct] -clock clk0 [all_outputs]
==> summary.txt <==
run metrics: max FFs per register 32, setup bufs post-CTS 0, clock root cell clkbuf_8, Die Width 104 µm, worst hold path type in -> async, GRT Resource Usage Total 0.05396, leakage dissipation between 0.6 and 0.7 nW, Die Size ~11,000 µm², Worst Setup Start Kind flip-flop, Cell variety after synth 2, Vias/cell ~2.6, Post-Route WL about 3000 µm, CP Max Fanout 1, post-DR wirelength/cell approximately 15 µm, max-cap violation count 0, CTS tree yes, Core ar. slightly below 7000 µm², Flop pwr share 0.525, unrepaired setup endpoints after global routing no, Placed Cells incl. Taps around 200, MI comb cells 0, count of tool warnings 25, H-tree depth 2, slowest cell on the critical path dfrtp_1, synth-to-layout area growth 91.29%, global route overflow 0, Final Max Tran Viols 0, PwrDens approximately 1700 nW/µm², Cell Chain, Critical Path buf_2, final hold violations 0, Relative slew margins 0.9012, largest net degree at the start of global routing 21, Setup Viol. Count Final 0, number of inserted diodes 0, initial drt markers 1, fp util 0.1178, Final Non-Filler Cells between 200 and 250, Setup crit end kind primary output, crit path DRT ~0.8 ns, number of port buffers between 60 and 70, initial antenna violation count 0, Post-CTS Hold Buffers 0, largest reg by FF count PC, logic gate share of total power 0.086, status completed, IO Pins around 66, Cells after Synth 33, fmax roughly 1100 MHz, Max Buffers Root-to-Sink 2, top cells, area dfrtp_1 100%, inv_1 0.47%, Synth Seq Share 0.9953, Setup CP Type reg -> out, antenna-violating nets left 0, sw frac 0.1850, Tmin final around 0.95 ns, clk sinks 32, Initial DRT Pass Iterations 3, number of buffers created by CTS 5, NetSw slightly below 0.5 mW, logic area 0 µm², Tightest Pin Transition ~0.15 ns, first-pass GRT wire length about 4300 µm, share of cells above drive strength 1 0.3832, Reg clk slew, reported paths approximately 0.06 ns, DRC 0, Max-area cell share 0.9953, Data arrival, critical path 0.75 ns, vias between 500 and 600, Final period util 0.9493, Seq cells post-synth 32, Buf+Inv Stages, Crit Path 1, CP max stage delay about 0.36 ns, setup TNS 0 ns, DIE HEIGHT ~100 µm, Ys Warns 1, yosys stat cell total 33, worst vdd ir 0.0004536 V, Internal 2.135 mW, clock share of power 0.389, CP delay by family, top flip-flops, syn avg cell area around 24 µm², cell type with the largest total area dfrtp_1, number of global-route vias before repair 626, Chip Area, Yosys 804.5 µm², Largest regs PC: 32 flops, Post-Syn Area 804.5 µm², row count 30, gpl congestion between 0.6 and 0.7
==> power groups by stage <==
stage	logic [mW]	clock network, mW	registers (mW)
4_1_cts	0.238	1.08	1.37
5_1_grt	0.250	1.13	1.38
6_report	0.225	1.02	1.37
==> per-stage QoR <==
step | worst slack, ns | util | hold slack (ns) | area (µm²) | total power [mW]
6_report | 0.05065 | 0.2253 | 0.2695 | 1539 | 2.620
2_1_floorplan | 0.1092 | - | 0.2314 | 804.5 | 1.401
4_1_cts | 0.02699 | 0.2253 | 0.2608 | 1539 | 2.690
3_3_place_gp | -0.003159 | 0.2346 | 0.5577 | 1603 | 1.700
3_5_place_dp | -0.007233 | 0.2346 | 0.5593 | 1603 | 1.703
5_1_grt | 0.004563 | 0.2253 | 0.2699 | 1539 | 2.758
==> routing by layer <==
layer	GRT usage	up-vias	part of all wire
met5	0	-	0
met4	0.005964	0	0.011
met3	0.03008	3	0.092
met2	0.1000	33	0.54
met1	0.05220	248	0.35
li1	-	244	-
==> layout make-up <==
class / count / area, µm²
fill: 744 / 5293
inverter: 1 / 3.754
sequential: 32 / 800.8
timing repair buffer: 67 / 518.0
clock buffer: 7 / 96.34
tap: 96 / 120.1
==> synth_stat cells, drive strengths merged <==
cell    n
inv     1
dfrtp  32
==> cells in the final DEF (no fill, tap or decap), drive strengths merged <==
master	instances
buf	34
clkdlybuf4s50	33
dfrtp	32
clkbuf	7
inv	1
==> cells by family after synthesis <==
kind of cell | share of synthesized area
flip-flops | 0.9953
buffers and inverters | 0.004661
==> worst max-delay path by stage <==
stage                       startpoint  endpoint  slack [ns]  cells past startpoint
final                 PC[21]$_DFF_PP0_    PC[21]        0.05                      1
after global routing  PC[17]$_DFF_PP0_    PC[17]       0.005                      1
after CTS             PC[15]$_DFF_PP0_    PC[15]        0.03                      1
==> what timing repair did <==
action                                  4_1_cts  5_1_grt
endpoints found under the setup margin       32        0
resized                                     104        0
hold endpoints to repair                      0        0
Power is estimated from default activity; no workload was simulated.
